==> flow/config.mk <==
export PLATFORM = sky130hd
export DESIGN_NAME = APB_master
export DESIGN_NICKNAME = APB_master
export VERILOG_FILES = /design/flow/design.v
export SDC_FILE = /design/flow/constraint.sdc
export NUM_CORES = 4
export LEC_CHECK = 1
export CORE_UTILIZATION = 30
==> flow/constraint.sdc <==
current_design APB_master

set clk_period 2.3
set clk_io_pct 0.2

create_clock -name clk0 -period $clk_period [get_ports {PCLK}]
create_clock -name clk1 -period $clk_period [get_ports {PREADY}]

set non_clock_inputs [all_inputs -no_clocks]
set_input_delay [expr $clk_period * $clk_io_pct] -clock clk0 $non_clock_inputs
set_output_delay [expr $clk_period * $clk_io_pct] -clock clk0 [all_outputs]
==> flow/design.v <==
module APB_master
(
    input wire PCLK,  
    input wire PWRITE_MASTER,  
    output reg PSEL = 0,  
    input wire [31:0] PADDR_MASTER,  
    input wire [31:0] PWDATA_MASTER,  
    output reg [31:0] PRDATA_MASTER = 0,  
    output reg PENABLE = 0,  
    input wire PRESET,  
    input wire PREADY,   
    output reg [31:0] PADDR = 0,  
    output reg [31:0] PWDATA = 0,  
    input  wire [31:0] PRDATA,  
    output reg PWRITE = 0     
);
function void apb_write(input  [31:0] inp_addr, input  [31:0] inp_data);  
begin
  PSEL = 1'd1;         
  PADDR = inp_addr;    
  PWDATA = inp_data;   
  PWRITE = 1'd1;       
  PENABLE = 1'd1;      
  if(PREADY)
   begin
     PSEL = !PSEL;         
     PENABLE = !PENABLE;  
   end
end
endfunction
function void apb_read(input [31:0] inp_addr);  
begin
  if(!PREADY)
  begin
    PADDR = inp_addr;  
    PWRITE = 1'd0;
    PSEL = 1'd1;
    PENABLE = 1'd1;
  end
  else if(PREADY)
   begin
     PSEL = !PSEL;
     PENABLE = !PENABLE;
   end
end
endfunction
always @(posedge PCLK) 
begin
    if(PRESET)  
    begin
      PADDR <= 32'b0;
      PWDATA <= 32'b0;
      PWRITE <= 1'b0;
      PSEL <= 1'b0;
      PENABLE <= 1'b0;
      PRDATA_MASTER <= 1'b0;
    end
    else if (!PWRITE_MASTER)  
     begin
        apb_read(PADDR_MASTER);  
     end
    else if (PWRITE_MASTER)  
     begin
        apb_write(PADDR_MASTER, PWDATA_MASTER);
     end
  end
always @(posedge PREADY)  
begin
  if (!PWRITE_MASTER)      
    begin
     PRDATA_MASTER <=PRDATA;  
    end
end
endmodule
==> flow/run.sh <==
#!/bin/bash
# OpenROAD 26Q1-2900-gdf79404cd8, Yosys 0.63+post, stock flow scripts
make -C /OpenROAD-flow-scripts/flow DESIGN_CONFIG=/design/flow/config.mk WORK_HOME=/design/flow/orfs finish
==> out/writeup.txt <==
The total area of sequential cells was 1340 sq um. With the post-CTS resize count at 0, the final routed wire length divided by cell count is 12.6 microns. As logged by OpenROAD, the buffers inserted on ports number 133. The tools report the final weighted congestion of routability-driven global placement as 0.765.

The top cell types in the final layout, fill and taps aside, are 131 x sky130_fd_sc_hd__clkdlybuf4s50_1, 67 x sky130_fd_sc_hd__dfxtp_1, 35 x sky130_fd_sc_hd__nor2_1. For the instance tally after logic synthesis, the log shows 291. TritonCTS built the clock tree. Summed over all layers, the global routing overflow is 0.

Buffers added to address setup during post-CTS repair amount to 0. The worst VDD IR drop from the latest analysis is 431 uV. After synthesis the netlist holds a flip-flop and latch count of 67. The logs give 0 for the number of max-capacitance violations reported and 0 ns for the final total negative setup slack.

The max-slew violation count came out at 0. Fill cells in the final layout number 934. Post-synthesis, Yosys gives the total cell area as 3110 sq um.

The mean number of vias per cell came out at 4.29. In this run the full chip footprint comes out at 10800 sq um. Worst min-delay path category: clock port to flip-flop.

For the worst clock skew on the final layout, the log shows 0 ns. Cells fill 47.2% of the core in the end. The ratio of cells with drive above 1 in the final layout is 15.2%. The most common logic cell in the routed design is sky130_fd_sc_hd__clkdlybuf4s50_1. During I/O placement, the number of pins put on the boundary was 199.

The number of warnings reported in the stage logs is 128. Buffers inserted to repair hold after CTS numbered 0. The data arrival time reported for the critical path is 2.06 ns. The leakage dissipation is 1.87 nW. The run finished with clean final reports. The run gives 0 for the total count of hold-check failures in the final report. Synthesis instantiated 16 different standard cells from the library. Area growth from synthesis to layout: 50.4%.

The startpoint-to-endpoint class of the critical path is clock port to flip-flop. Power spread over the standard cell area amounts to 855 nW/um^2. After synthesis, flip-flops and latches occupy 43.1% of the total area. The first global-routing pass estimated 11500 microns of wire. The number of remaining DRC errors came out at 0.

Counting the warning lines in the Yosys log gives 65. The tools report the maximum number of pins on one net before global-route repair as 100. Measured along the x axis, the die boundary spans 104 microns. The floorplan has 36 rows.

With the via count of the routed design at 2432, the area used by multi-input combinational logic is 1440 sq um. The die height was 104 microns; the number of search-and-repair iterations in the first detailed-routing pass was 3. The post-route worst hold slack was 0.128 ns; the largest fanout of any net on the critical path was 10. The synth_stat.txt file lists the number of cells as 291. The overall track demand over capacity in global routing was 13.6%. Note, the detailed placer reported a final HPWL of 4290 microns. The post-synthesis average cell area came out at 10.7 sq um.

Number of nets still failing antenna checks after routing: 0. The run gives 9910 sq um for the area of the core. The routed design has 7150 microns of wire.

Setup repair after global routing left no endpoint under its margin. The via count of the first global-routing pass came out at 2671. In this run the cell area of the synthesized design comes to 3110 sq um.

The data required time reported for the critical path is 2.57 ns. The sort of element at the end of the critical path is a flip-flop. On the worst setup and hold paths after CTS, the clock-pin slew comes to 0.07 ns.

STA classifies the critical path startpoint as a clock port. The run gives 0 for the number of antenna violations at the first check in global routing. Diode insertion count for antenna repair: 0.

The floorplan step records an initial core utilization of 31.4%. With the final-report setup violation count at 0, the first-iteration detailed-routing DRC count is 88.
cell usage after synthesis (all sizes together):
cell,count,area share (%)
nand2b,32,6.4
conb,1,0.12
nor2,35,4.2
buf,50,14
o21a,2,0.48
mux2i,32,10
nand4bb,32,12
a21oi,1,0.16
and2b,1,0.32
clkbuf,6,0.72
o21ai,32,8.8
dfxtp,67,43
registers in the layout (all words and copies together) (netlist names):
name / cells
PWDATA: 32
PENABLE: 1
PSEL: 1
PWRITE: 1
PADDR: 32
stage by stage:
stage	setup slack, ns	area [sq um]	std cells	power [mW]
floorplan	0.646	3230	322	2.16
global placement	0.554	4300	535	2.36
detailed placement	0.540	4300	535	2.36
CTS	0.496	4680	567	4.15
global route	0.470	4680	567	4.30
finish	0.510	4680	567	4.00
where the power goes:
group,internal [mW],switching [mW]
Combinational,0.438,0.122
Clock,0.979,1.01
Sequential,1.35,0.0948
Total,2.77,1.23
worst max-delay path, stage by stage:
cell	delay, ns
sky130_fd_sc_hd__clkbuf_8	0.13
sky130_fd_sc_hd__clkbuf_8	0.16
sky130_fd_sc_hd__and2b_4	0.16
sky130_fd_sc_hd__clkbuf_8	0.15
sky130_fd_sc_hd__clkbuf_8	0.18
sky130_fd_sc_hd__o21ai_2	0.13
final cells by class:
cell class | count | share of cell area (%)
clock buffers | 19 | 5.59
clock inverters | 13 | 2.46
multi-input cells | 199 | 30.7
flip-flops and latches | 67 | 28.7
well taps | 133 | 3.56
repair buffers | 136 | 29.0
logic make-up after synthesis:
kind of cell	Yosys count	synth area share [%]
multiplexers	32	10.3
AND/OR/NAND/NOR	100	22.6
other	1	0.121
AND-OR/OR-AND	35	9.42
buffers and inverters	56	14.4
flip-flops	67	43.1
layer usage:
metal,up-vias,wire (microns),global-route usage [%],share of wire [%]
met4,0,197,10.3,2.8
met3,20,763,10.3,11
met2,147,2830,15.3,39
li1,1206,-,-,-
met5,-,0,0,0
met1,1059,3370,17.1,47
path summary, 6_finish.rpt:
| check | to | start | cells after the start | slack, ns |
|---|---|---|---|---|
| worst max-delay path | PADDR[19] | PREADY | 6 | 0.51 |
| worst min register to register | PWRITE | PWRITE | 2 | 0.49 |
| worst min-delay path | PWRITE | PREADY | 4 | 0.13 |
| worst max register to register | PWDATA[29] | PWDATA[29] | 2 | 1.68 |
Power figures rest on the tool's default switching activity, not on a simulated workload.
