$ cat ./config.mk
export PLATFORM = sky130hd
export DESIGN_NAME = APB_cos
export DESIGN_NICKNAME = APB_cos
export VERILOG_FILES = /design/flow/design.v
export SDC_FILE = /design/flow/constraint.sdc
export NUM_CORES = 4
export LEC_CHECK = 1
export CORE_UTILIZATION = 40
$ cat ./constraint.sdc
current_design APB_cos

set clk_period 6.6
set clk_io_pct 0.2

create_clock -name clk0 -period $clk_period [get_ports {PCLK}]

set non_clock_inputs [all_inputs -no_clocks]
set_input_delay [expr $clk_period * $clk_io_pct] -clock clk0 $non_clock_inputs
set_output_delay [expr $clk_period * $clk_io_pct] -clock clk0 [all_outputs]
$ cat ./design.v
module APB_cos
#(parameter control_reg_ADDR = 4'h0,  
  parameter output_reg_ADDR = 4'h4)   
(
    input wire PWRITE,             
    input wire PCLK,               
    input wire PSEL,               
    input wire [31:0] PADDR,       
    input wire [31:0] PWDATA,      
    output reg [31:0] PRDATA = 0,  
    input wire PENABLE,            
    output reg PREADY = 0          
);
reg  [31:0] control_reg  = 0;      
reg  [31:0] output_reg   = 0;      
always @(posedge PCLK) 
begin
    if (PSEL && !PWRITE && PENABLE)  
     begin
        case(PADDR)
         4'h0: PRDATA <= control_reg;  
         4'h4: PRDATA <= output_reg;   
        endcase
        PREADY <= 1'd1;  
     end
     else if(PSEL && PWRITE && PENABLE)  
     begin
      if(PADDR == control_reg_ADDR)
      begin
        control_reg <= PWDATA;
        PREADY <= 1'd1;     
      end
     end
   if (PREADY)  
    begin
      PREADY <= !PREADY;
    end 
  end
always @(control_reg) begin  
    if(control_reg% 8 == 0)  
    begin
      output_reg <= 1;
    end
    else if((1+control_reg)%8 == 2)  
    begin
      output_reg <= "0.7071067811865475";
    end
      else if((3+control_reg)%8 == 6)  
    begin
      output_reg <= ~("0.7071067811865475");
    end
    else if((4+control_reg)%8 == 0)  
    begin
      output_reg <= ~(32'b00000000000000000000000000000001);
    end
    else if((5+control_reg)%8 == 2)  
    begin
      output_reg <= ~("0.7071067811865475");  
    end
    else if((7+control_reg)%8 == 6)  
    begin
      output_reg <= "0.7071067811865475";  
    end
    else  
    begin
      output_reg <= 0;  
    end
end
endmodule
$ cat ./run.sh
#!/bin/bash
# OpenROAD 26Q1-2900-gdf79404cd8, Yosys 0.63+post, stock flow scripts
make -C /OpenROAD-flow-scripts/flow DESIGN_CONFIG=/design/flow/config.mk WORK_HOME=/design/flow/orfs finish
==> impl_metrics.ini <==
; synthesis and place-and-route metrics
[run_status]
run_status = completed

[pwr]
power_frac_comb = 0.054
leakagePower_nw = 1.26
ir_drop_uv = 146
power_switching_w = 0.000151
power_frac_seq = 0.529
power_switching_share = 0.178
pint_w = 0.000698
clock_power_share = 0.416
power.density_nw_per_um2 = 221

[synthesis]
postSynth.asyncResetShare = 0
post_synth_instance_area_um2 = 2610
ys_area_um2 = 2610
yosysCellCount = 142
netlist_instances = 142
enable_flop_cells = 64
yosysWarnings = 1
numSynthFlops = 65
synth_top_flop_cell = sky130_fd_sc_hd__edfxtp_1
synth.lib_cells_used.distinct = 27
synth-seq-area-share = 0.743
avgSynthCellArea_um2 = 18.4

[routing]
totalWireLength_mm = 5.07
drt_first_pass_iters = 6
routedLengthMet1_mm = 2.26
route.antenna.remaining_nets = 0
antenna-diode-count = 0
route.vias.total = 1619
met3_length_um = 362
dr_wl_met2_mm = 2.40
remaining_drc_errors = 0
first_iter_violations = 60
highest-signal-layer = met4
routedWlPerCell_um = 15.4
detail_route.vias_per_cell = 4.92

[cells_and_area]
layout-drive-gt1-share = 0.123
layout.cells.most_common = sky130_fd_sc_hd__clkdlybuf4s50_1
layout-area-overhead-vs-synth_pct = 46.8
stdcell_area_um2 = 3840
final_cell_mix = sky130_fd_sc_hd__clkdlybuf4s50_1 (100), sky130_fd_sc_hd__edfxtp_1 (64), sky130_fd_sc_hd__o21a_1 (29), sky130_fd_sc_hd__clkbuf_8 (9), sky130_fd_sc_hd__nor4_2 (8)

[die]
floorplan_stage_core_utilization = 0.414
die_area_um2 = 6860
die.size.y_um = 82.8
num_io_pins = 101
fp.dieW_um = 82.8
fp-row-count = 29
floorplan.core_area_um2 = 6310

[grt]
largest_net_degree_at_the_start_of_global_routing = 33
grtUsageTotal = 0.169
grt_antenna_before_repair = 0
vias_in_the_first_global_route = 1751
grt_pass1_wl_mm = 8.63
global_route.overflow_total = 0

[clocking]
cts_sinks = 65
post-cts-setup-buffers = 0
max-clock-path-buffers = 2
cts.htree.levels = 3
hold_buffers = 0
clock_tree_from_tritoncts = done
cts.root.buffer_cell = sky130_fd_sc_hd__clkbuf_8
post_cts_clock_slew_at_the_launch_and_capture_registers_of_the_worst_setup_and_hold_paths_ns = 0.06
cts_resized = 0
clkLatencyLatePin_ns = 0.32
cts-buffers-inserted = 9

[setup_path]
timing.critical_path.max_delay_family = simple AND/OR/NAND/NOR gates
crit_chain = clkdlybuf4s50_1 > nor4_2 > and4_1 > nand2_1 > nor4_2 > buf_4
cpPeakStageDelay_ns = 0.44
worst_setup_path_start_kind = input pin
cp_slowest_cell = sky130_fd_sc_hd__and4_1
critPathMostFrequentCell = sky130_fd_sc_hd__nor4_2
timing.critical_path.fanout_max = 32
crit_buf_inv = 2
rrSetupSlack_ns = 4.87
critPathCaptureType = flip-flop
data_required_time_at_the_worst_endpoint_ns = 6.57
cp_data_arrival_time_ns = 3.38
setup_crit_path_kind = in -> reg

[final_timing]
skew_ns = 0.00531
timing.final.hold_violations = 0
fmax_ghz = 0.294
final.setup.tns_ns = 0
timing.max_slew.rel_slack = 0.622
setup-violations-final = 0
finalClockPeriodUsage = 0.516
finalCriticalPeriod_ns = 3.41
tightestPinTransition_ns = 0.565
rsz_0062_raised_after_global_routing = no
timing_max_transition_violations_final = 0

[placement]
portBuffers = 100
place_area_um2 = 3630
detailed_place_hpwl_mm = 3.56
finalWeightedCongestion = 0.783

[worst_hold_path]
hold_path.class = reg -> reg

[run]
max_cap_viols = 0
tool_warnings = 25
## power by group through the flow
stage | clock network (W) | registers (W) | logic, W
final | 0.000354 | 0.000450 | 0.0000462
after global routing | 0.000384 | 0.000449 | 0.0000496
after CTS | 0.000361 | 0.000450 | 0.0000468
## worst paths after layout
path / start / endpoint / depth (start not counted)
max: PADDR[8] / control_reg[1]$_DFFE_PP_ / 6
min: PREADY$_DFF_P_ / PREADY$_DFF_P_ / 1
max reg2reg: control_reg[2]$_DFFE_PP_ / PRDATA[23]$_DFFE_PP_ / 4
min reg2reg: PREADY$_DFF_P_ / PREADY$_DFF_P_ / 1
## synthesized netlist by cell type (2+ instances only)
master                     number  area (µm²)
sky130_fd_sc_hd__edfxtp_1      64        1920
sky130_fd_sc_hd__o21a_1        29         218
sky130_fd_sc_hd__buf_6          7        78.8
sky130_fd_sc_hd__nor4_2         7        87.6
sky130_fd_sc_hd__inv_1          3        11.3
sky130_fd_sc_hd__nor3_1         3        15.0
sky130_fd_sc_hd__and4_1         2        17.5
sky130_fd_sc_hd__nand2_1        2        7.51
sky130_fd_sc_hd__nand4_1        2        12.5
sky130_fd_sc_hd__nand4_4        2        42.5
sky130_fd_sc_hd__nor2_1         2        7.51
sky130_fd_sc_hd__nor4_1         2        12.5
sky130_fd_sc_hd__o21ai_0        2        10.0
sky130_fd_sc_hd__o41ai_1        2        17.5
## layer usage
layer / vias to the layer above / track usage
li1: 778 / -
met5: - / 0
met1: 764 / 0.274
met4: 0 / 0.0313
met2: 71 / 0.250
met3: 6 / 0.0555
## final cells by class
class / count / area (µm²)
fill: 477 / 2480
multi-input combinational: 65 / 553
inverter: 3 / 11.3
tap: 77 / 96.3
timing repair buffer: 103 / 1020
clock inverter: 5 / 80.1
sequential: 65 / 1940
clock buffer: 11 / 131
## metrics by stage
stage | total power, W | setup WS, ns | util | hold WS (ns) | cells
after floorplan | 0.000462 | 0.946 | - | 0.376 | 142
after CTS | 0.000857 | 3.20 | 0.608 | 0.434 | 329
after detailed placement | 0.000505 | 2.85 | 0.574 | 0.419 | 313
after global routing | 0.000882 | 3.01 | 0.608 | 0.457 | 329
final | 0.000850 | 3.19 | 0.608 | 0.430 | 329
after global placement | 0.000505 | 2.96 | 0.574 | 0.421 | 313
## cells by family (layout without fill, tap and decap cells)
kind of cell	after synthesis	in the layout	share of synthesized area
xor gates and xnor gates	1	1	0.00335
muxes	1	1	0.00383
and+or+nand+nor	26	26	0.0943
buffers and inverters	12	122	0.0498
AOI/OAI and AO/OA	37	37	0.106
DFF	65	65	0.743
Power and IR drop assume default switching activity.
